==> flow/run.sh <==
#!/bin/bash
# OpenROAD 26Q1-2900-gdf79404cd8, Yosys 0.63+post, stock flow scripts
make -C /OpenROAD-flow-scripts/flow DESIGN_CONFIG=/design/flow/config.mk WORK_HOME=/design/flow/orfs finish
==> flow/constraint.sdc <==
current_design uart_rx

set clk_period 3.0
set clk_io_pct 0.2

create_clock -name clk0 -period $clk_period [get_ports {i_Clock}]

set non_clock_inputs [all_inputs -no_clocks]
set_input_delay [expr $clk_period * $clk_io_pct] -clock clk0 $non_clock_inputs
set_output_delay [expr $clk_period * $clk_io_pct] -clock clk0 [all_outputs]
==> flow/config.mk <==
export PLATFORM = sky130hd
export DESIGN_NAME = uart_rx
export DESIGN_NICKNAME = uart_rx
export VERILOG_FILES = /design/flow/design.v
export SDC_FILE = /design/flow/constraint.sdc
export NUM_CORES = 4
export LEC_CHECK = 1
export CORE_UTILIZATION = 30
==> flow/design.v <==
(* keep *) module CounterModule (
    input signalSendt,
    input trigg,
    input clk,
    input reset_n,
    input done,
    output reg [31:0] DataOut = 0,
    output reg valid = 0
);
reg[31:0] r_Counter = 0;
reg[2:0] triggReg = 0;
reg[2:0] signalReg = 0;
localparam C_IDLE      = 3'b000;
localparam C_COUNTING  = 3'b001;
localparam C_WAIT      = 3'b010;
localparam C_SENDING   = 3'b100;
reg [2:0] mainState = 0;
logic [2:0] nextState = 0;
reg[7:0] r_delay_counter = 0;
always_comb begin : stateMachine
    case (mainState)
        C_IDLE:
            begin
                nextState = (signalReg[2:1] == 2'b01) ? C_COUNTING : C_IDLE;
            end 
        C_COUNTING:
            begin
                nextState = (triggReg[2:1] == 2'b10) ? C_WAIT : C_COUNTING;
            end
        C_WAIT:
            begin
                nextState = (r_delay_counter == 20) ? C_SENDING : C_WAIT;
            end 
        C_SENDING:
            begin
                nextState = C_IDLE;
            end
        default:
            begin
                nextState = C_IDLE;
            end
    endcase
end
always_ff @(posedge clk or posedge reset_n) begin : Counter
    if(reset_n)begin
        r_Counter <= 0;
        triggReg <= 3'b111;
        signalReg <= 0;
        valid <= 0;
        mainState <= C_IDLE;
        DataOut <= 0;
        r_delay_counter <= 0;
    end else begin
    triggReg <= {triggReg[1:0], trigg};
    signalReg <= {signalReg[1:0], signalSendt};
    mainState <= nextState;
    if(done) begin
        valid <= 0;
    end
    case (mainState)
        C_IDLE:
            begin
                r_Counter <= 0;
                r_delay_counter <=0;
            end 
        C_COUNTING:
            begin
                if(signalReg[2:1] != 2'b01)begin
                    r_Counter <= r_Counter + 1;
                    valid <= 0;
                end else begin
                    r_Counter <= 0;
                    valid <= 0;
                end
            end
        C_WAIT:
            begin
                DataOut <= r_Counter;
                r_delay_counter <= r_delay_counter + 1;
            end
        C_SENDING:
            begin
                valid <= 1;
                r_delay_counter <= 0;
            end
        default:
            begin
                r_Counter <= 0;
                valid <= 0;
                triggReg <= 0;
                signalReg <= 0;
                DataOut <= 0;
            end
    endcase
end
end
endmodule
(* keep *) module uart_tx #(parameter int CLKS_PER_BIT = 870) (
 input       i_Clock,
 input       i_reset,
 input       i_Tx_DV,
 input [7:0] i_Tx_Byte, 
 output      o_Tx_Active,
 output reg  o_Tx_Serial,
 output      o_Tx_Done
 );
parameter s_IDLE         = 5'b00001;
parameter s_TX_START_BIT = 5'b00010;
parameter s_TX_DATA_BITS = 5'b00100;
parameter s_TX_STOP_BIT  = 5'b01000;
parameter s_CLEANUP      = 5'b10000;
(* FSM_ENCODING = "ONE-HOT" *) reg [4:0]    r_SM_Main     = 0;
(* keep = "true" *)reg [15:0]    r_Clock_Count = 0;
reg [2:0]    r_Bit_Index   = 0;
reg [7:0]    r_Tx_Data     = 0;
reg          r_Tx_Done     = 0;
reg          r_Tx_Active   = 0;
always @(posedge i_Clock)
  begin
    if(i_reset)begin  
      r_SM_Main <= s_IDLE;
      r_Clock_Count <= 0;
    end else begin
    case (r_SM_Main)
      s_IDLE :
        begin
          o_Tx_Serial   <= 1'b1;          
          r_Tx_Done     <= 1'b0;
          r_Clock_Count <= 0;
          r_Bit_Index   <= 0;
          if (i_Tx_DV == 1'b1)
            begin
              r_Tx_Active <= 1'b1;
              r_Tx_Data   <= i_Tx_Byte;
              r_SM_Main   <= s_TX_START_BIT;
            end
          else
            r_SM_Main <= s_IDLE;
        end  
      s_TX_START_BIT :
        begin
          o_Tx_Serial <= 1'b0;
          if (r_Clock_Count < CLKS_PER_BIT-1)
            begin
              r_Clock_Count <= r_Clock_Count + 1;
              r_SM_Main     <= s_TX_START_BIT;
            end
          else
            begin
              r_Clock_Count <= 0;
              r_SM_Main     <= s_TX_DATA_BITS;
            end
        end  
      s_TX_DATA_BITS :
        begin
          o_Tx_Serial <= r_Tx_Data[r_Bit_Index];
          if (r_Clock_Count < CLKS_PER_BIT-1)
            begin
              r_Clock_Count <= r_Clock_Count + 1;
              r_SM_Main     <= s_TX_DATA_BITS;
            end
          else
            begin
              r_Clock_Count <= 0;
              if (r_Bit_Index < 7)
                begin
                  r_Bit_Index <= r_Bit_Index + 1;
                  r_SM_Main   <= s_TX_DATA_BITS;
                end
              else
                begin
                  r_Bit_Index <= 0;
                  r_SM_Main   <= s_TX_STOP_BIT;
                end
            end
        end  
      s_TX_STOP_BIT :
        begin
          o_Tx_Serial <= 1'b1;
          if (r_Clock_Count < CLKS_PER_BIT-1)
            begin
              r_Clock_Count <= r_Clock_Count + 1;
              r_SM_Main     <= s_TX_STOP_BIT;
            end
          else
            begin
              r_Tx_Done     <= 1'b1;
              r_Clock_Count <= 0;
              r_SM_Main     <= s_CLEANUP;
              r_Tx_Active   <= 1'b0;
            end
        end  
      s_CLEANUP :
        begin
          r_Tx_Done <= 1'b1;
          r_SM_Main <= s_IDLE;
        end
      default :
        r_SM_Main <= s_IDLE;
    endcase
  end
end
assign o_Tx_Active = r_Tx_Active;
assign o_Tx_Done   = r_Tx_Done;
endmodule
(* keep *) module UARTBuffer (
    input valid,
    input clk,
    input [8*20-1:0] dataInn,
    input reset_n,
    output reg done = 0,
    input TX_active,
    input TX_done,
    output  TX_DV,
    output reg [7:0] TX_Byte = 0
);
reg[7:0] byteCounter = 0;
reg[8*20-1:0] r_dataFrame = 0;
localparam B_IDLE = 1'b0;
localparam B_WRITE = 1'b1;
localparam BytesToSend = 20 ;
reg dataReady = 0;
reg mainState = 0; 
logic nextState;
reg lastValid = 0;
reg r_TX_DV = 0;
reg[1:0] r_TxDoneReg = 0;
reg[1:0] r_TxActiveReg = 0;
assign TX_DV = r_TX_DV;
always_comb begin : FSM
    case (mainState)
        B_IDLE:
             nextState = (valid)? B_WRITE : B_IDLE;
        B_WRITE:
            nextState = (TX_done && byteCounter == BytesToSend -1)? B_IDLE : B_WRITE;
        default: 
            nextState = B_IDLE;
    endcase
end
always_ff @(posedge clk or posedge reset_n) begin : UART_Writer
    if(reset_n)begin
        byteCounter <= 0;
        r_dataFrame <= 0;
        r_TX_DV <= 0;
        TX_Byte <= 0;
        mainState <= B_IDLE;
        lastValid <= 0;
        dataReady <= 0;
        r_TxActiveReg <= 0;
        r_TxDoneReg <= 0;
        done <= 0;
    end else begin
    lastValid <= valid;
    mainState <= nextState;
    if(lastValid)begin
        r_dataFrame <= dataInn;
        dataReady <= 1;
    end
    r_TxActiveReg <= {r_TxActiveReg[0], TX_active };
    r_TxDoneReg <= {r_TxDoneReg[0], TX_done};
    case (mainState)
        B_IDLE: 
            begin
                done <= 0;
                r_dataFrame <= 0;
                byteCounter <= 0;
                r_TX_DV <= 0;
                TX_Byte <= 0;
                dataReady <= 0;
            end
        B_WRITE:
            begin
                if((r_TxActiveReg == 2'b10) && (r_TxDoneReg == 2'b01))begin
                    byteCounter <= byteCounter + 1;
                    r_TX_DV <= 0;
                end
                if(dataReady)begin
                    if(~TX_active && TX_done)begin
                        r_TX_DV <= 0;
                    end else begin
                        r_TX_DV <= 1;
                        TX_Byte <= r_dataFrame[(BytesToSend -1 - byteCounter) * 8 +: 8];
                    end
                end else begin
                    TX_Byte <= 0;
                    r_TX_DV <= 0;
                end
                if(~TX_active && TX_done && (byteCounter == BytesToSend -1))begin
                    done <= 1;
                    r_TX_DV <= 0;
                end
            end
        default: 
            begin
                r_dataFrame <= 0;
                byteCounter <= 0;
                r_TX_DV <= 0;
                TX_Byte <= 0;
                dataReady <= 0;
            end
    endcase
end
end
endmodule
module uart_rx (
 input        i_Clock,
 input        i_Rx_Serial,
 output       o_Rx_DV,
 output [7:0] o_Rx_Byte
 );
parameter CLKS_PER_BIT = 868;
parameter s_IDLE         = 3'b000;
parameter s_RX_START_BIT = 3'b001;
parameter s_RX_DATA_BITS = 3'b010;
parameter s_RX_STOP_BIT  = 3'b011;
parameter s_CLEANUP      = 3'b100;
reg           r_Rx_Data_R = 1'b1;
reg           r_Rx_Data   = 1'b1;
reg [15:0]     r_Clock_Count = 0;
reg [2:0]     r_Bit_Index   = 0;  
reg [7:0]     r_Rx_Byte     = 0;
reg           r_Rx_DV       = 0;
reg [2:0]     r_SM_Main     = 0;
always @(posedge i_Clock)
  begin
    r_Rx_Data_R <= i_Rx_Serial;
    r_Rx_Data   <= r_Rx_Data_R;
  end
always @(posedge i_Clock)
  begin
    case (r_SM_Main)
      s_IDLE :
        begin
          r_Rx_DV       <= 1'b0;
          r_Clock_Count <= 0;
          r_Bit_Index   <= 0;
          if (r_Rx_Data == 1'b0)           
            r_SM_Main <= s_RX_START_BIT;
          else
            r_SM_Main <= s_IDLE;
        end
      s_RX_START_BIT :
        begin
          if (r_Clock_Count == (CLKS_PER_BIT-1)/2)
            begin
              if (r_Rx_Data == 1'b0)
                begin
                  r_Clock_Count <= 0;   
                  r_SM_Main     <= s_RX_DATA_BITS;
                end
              else
                r_SM_Main <= s_IDLE;
            end
          else
            begin
              r_Clock_Count <= r_Clock_Count + 1;
              r_SM_Main     <= s_RX_START_BIT;
            end
        end  
      s_RX_DATA_BITS :
        begin
          if (r_Clock_Count < CLKS_PER_BIT-1)
            begin
              r_Clock_Count <= r_Clock_Count + 1;
              r_SM_Main     <= s_RX_DATA_BITS;
            end
          else
            begin
              r_Clock_Count          <= 0;
              r_Rx_Byte[r_Bit_Index] <= r_Rx_Data;
              if (r_Bit_Index < 7)
                begin
                  r_Bit_Index <= r_Bit_Index + 1;
                  r_SM_Main   <= s_RX_DATA_BITS;
                end
              else
                begin
                  r_Bit_Index <= 0;
                  r_SM_Main   <= s_RX_STOP_BIT;
                end
            end
        end  
      s_RX_STOP_BIT :
        begin
          if (r_Clock_Count < CLKS_PER_BIT-1)
            begin
              r_Clock_Count <= r_Clock_Count + 1;
              r_SM_Main     <= s_RX_STOP_BIT;
            end
          else
            begin
              r_Rx_DV       <= 1'b1;
              r_Clock_Count <= 0;
              r_SM_Main     <= s_CLEANUP;
            end
        end  
      s_CLEANUP :
        begin
          r_SM_Main <= s_IDLE;
          r_Rx_DV   <= 1'b0;
        end
      default :
        r_SM_Main <= s_IDLE;
    endcase
  end   
assign o_Rx_DV   = r_Rx_DV;
assign o_Rx_Byte = r_Rx_Byte;
endmodule  
==> impl_metrics.yaml <==
# generated from flow reports
floorplan:
  top_level_ports: 11
  die_h_um: 80.81
  die_w_um: 80.81
  fp-utilization_pct: 31.28
  row_count: 28
  chip_area_um2: 6529
  core_um2: 5956
routing:
  dr_wl_met2_mm: 1.396
  routed-wl-met3_um: 89
  drt-wirelength-per-cell_um: 12.57
  ant_nets: 0
  drt-initial-drc-count: 67
  via_per_inst: 4.881
  drt-total-wl_mm: 3.267
  diodes: 0
  dr.max_layer_used: "met4"
  drt_pass1_iterations: 4
  met1_length_mm: 1.742
  drc_errors: 0
  vias: 1269
final_timing:
  fmax_ghz: 0.4613
  finalSetupViolCount: 0
  period_needed_ns: 2.168
  skew_ns: 0.009568
  slew_viol_final: 0
  finalCritPeriodShare_pct: 72.26
  fin_ws_ns: 0.8321
  tightestPinTransition_ns: 0.7686
  rsz0062_at_grt: "no"
  setup_tns_ns: 0
  max-slew-margin-rel_pct: 48.64
  hold_violations: 0
placement:
  place_hpwl_mm: 2.219
  pre_cts_ws_ns: 0.7930
  numPortBuffers: 10
  place_congestion: 0.7803
power:
  p_switching_w: 0.0001597
  pwr-share-comb_pct: 0.2
  powerDensity_nw_per_um2: 420.3
  power_frac_clock_pct: 44.8
  swShare_pct: 17.79
  p_int_w: 0.0007380
  leakagePower_nw: 0.7594
  vdd_drop_max_uv: 282.3
  seq_power_share_pct: 54.9
clocking:
  root_buffer: "clkbuf_8"
  post_cts_buffers: 0
  ctsHoldBuffers: 0
  clock_path_buffers: 2
  h-tree-depth: 2
  cts_resized: 0
  cts-buffers-inserted: 5
  cts_tree: "built"
  clkSinkCount: 33
  clk_latency_ns: 0.28
  clk_transition_reported_paths_ns: 0.07
job:
  tool_warnings: 30
  cap_violations: 0
finish:
  drive_above_1_share_pct: 12.97
  fill_cells: 586
  area_growth_pct: 14.64
grt:
  grt_pass1_wl_mm: 5.968
  grt_overflow: 0
  grt_max_degree: 19
  antenna_found_initial: 0
  grt_util_all_layers_pct: 11.94
  grt_pass1_vias: 1296
setup_path:
  cp.required_ns: 2.99
  startpoint_type: "flip-flop"
  critPathTopFamily: "simple AND/OR/NAND/NOR gates"
  crit_path_max_fanout: 16
  critPathBufInv: 0
  crit_path_cell_trace: "nor4bb_1 > nand4_1 > nand2_1 > a22oi_1"
  slowest_stage: "nand2_1"
  endpoint_kind: "flip-flop"
  cp.arrival_ns: 2.16
  cpPeakStageDelay_ns: 0.64
  critical_path_class: "reg -> reg"
yosys:
  ys.flops: 33
  ys_types: 38
  async_flop_share_pct: 0
  synthTopCellsByArea: "edfxtp_1 45%, dfxtp_1 5.4%, ha_1 4.7%, a21oi_2 4.2%, xnor2_1 4.2%"
  synthFlopType: "edfxtp_1"
  ys_area_um2: 1863
  synth_warnings: 1
  ys_seq_share_pct: 50.50
  yosys.area.top_type: "edfxtp_1"
  synth_top_area_share_pct: 45.13
  ys_cells: 171
  edf_count: 28
  avgSynthCellArea_um2: 10.89
  syn_inst: 171
  netlist_area_um2: 1863
min_path:
  hp-class: "reg -> reg"
outcome:
  status: "finished, final reports clean"
[metal layers]
layer	vias to the layer above	track usage, %
li1	657	-
met1	594	18.77
met2	13	17.65
met3	5	2.623
met4	0	2.143
met5	-	0
[final timing paths]
check | endpoint | startpoint | slack, ns | depth (start not counted)
max reg2reg | r_Clock_Count[14] | r_Clock_Count[3] | 0.83 | 4
min reg2reg | r_Rx_Data | r_Rx_Data_R | 0.33 | 0
max | r_Clock_Count[14] | r_Clock_Count[3] | 0.83 | 4
min | r_Rx_Data | r_Rx_Data_R | 0.33 | 0
[final cells by class]
type / count / area [µm²] / area share [%]
Clock inverter: 2 / 33.78 / 1.582
Multi-Input combinational cell: 125 / 857.1 / 40.13
Timing Repair Buffer: 11 / 107.6 / 5.038
Sequential cell: 33 / 940.9 / 44.05
Clock buffer: 6 / 72.57 / 3.398
Tap cell: 75 / 93.84 / 4.394
Inverter: 8 / 30.03 / 1.406
[logic make-up (layout without fill, tap and decap cells)]
family                   Yosys count  after routing  share of synthesized area (%)
AND/OR/NAND/NOR                   69             69                          20.15
buffers and inverters             13             27                          3.492
XOR/XNOR                          15             15                          7.052
flip-flops                        33             33                          50.50
adder cells (fa/ha/maj)            7              7                          4.701
AND-OR/OR-AND                     32             32                          12.90
multiplexers                       2              2                          1.209
[power by group through the flow]
stage                 sequential, W  clock (W)  combinational [W]
final                      0.000493   0.000403         0.00000199
after global routing       0.000493   0.000435         0.00000226
after CTS                  0.000493   0.000414         0.00000204
[worst reg2reg max path: cells and delay by family (launching register included)]
| kind | cells | cell delay, ns |
|---|---|---|
| compound gates | 1 | 0.20 |
| simple gates | 3 | 1.20 |
| flops | 1 | 0.48 |
[cell usage after synthesis, types with 5 or more instances]
cell / instances
edfxtp_1: 28
a21oi_1: 7
a21oi_2: 9
o21ai_0: 5
xor2_1: 6
xnor2_1: 9
nand3_1: 9
nor3_1: 5
dfxtp_1: 5
nor2_1: 11
nand2_1: 16
inv_1: 8
ha_1: 7
nand4_1: 6
[cells in the final DEF (no fill, tap or decap), types with 2 or more instances in the layout]
cell	synthesis	routed
clkdlybuf4s50_1	0	10
o21ai_0	5	5
clkbuf_8	0	5
nand3_1	9	9
a21oi_1	7	7
nand4_1	6	6
nor3b_1	2	2
nor3_1	5	5
nor2_1	11	11
xnor2_1	9	9
a21oi_2	9	9
ha_1	7	7
a22o_1	2	2
xor2_1	6	6
and3_1	4	4
edfxtp_1	28	28
inv_1	8	8
nor4bb_1	2	2
nand2_1	16	16
mux2_2	2	2
and2_1	3	3
a31o_2	2	2
a22oi_1	2	2
dfxtp_1	5	5
nor4_1	4	4
[flip-flops by register name (all words and copies together) (netlist names)]
register       flops
r_Rx_Data_R        1
r_Rx_DV            1
r_SM_Main          3
r_Rx_Data          1
r_Bit_Index        3
r_Rx_Byte          8
r_Clock_Count     16
[through the flow]
| stage | instances | area, µm² | hold WS, ns | total power (W) | utilization (%) |
|---|---|---|---|---|---|
| floorplan | 171 | 1863 | 0.3096 | 0.0005032 | - |
| global placement | 252 | 2029 | 0.3123 | 0.0005053 | 34.08 |
| detailed placement | 252 | 2029 | 0.3132 | 0.0005053 | 34.08 |
| CTS | 260 | 2136 | 0.3303 | 0.0009087 | 35.86 |
| global route | 260 | 2136 | 0.3521 | 0.0009309 | 35.86 |
| finish | 260 | 2136 | 0.3283 | 0.0008978 | 35.86 |
Power is estimated from default activity; no workload was simulated.

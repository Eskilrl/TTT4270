==> flow/design.v <==
(* keep *) module CounterModule (
    input signalSendt,
    input trigg,
    input clk,
    input reset_n,
    input done,
    output reg [31:0] DataOut = 0,
    output reg valid = 0
);
reg[31:0] r_Counter = 0;
reg[2:0] triggReg = 0;
reg[2:0] signalReg = 0;
localparam C_IDLE      = 3'b000;
localparam C_COUNTING  = 3'b001;
localparam C_WAIT      = 3'b010;
localparam C_SENDING   = 3'b100;
reg [2:0] mainState = 0;
logic [2:0] nextState = 0;
reg[7:0] r_delay_counter = 0;
always_comb begin : stateMachine
    case (mainState)
        C_IDLE:
            begin
                nextState = (signalReg[2:1] == 2'b01) ? C_COUNTING : C_IDLE;
            end 
        C_COUNTING:
            begin
                nextState = (triggReg[2:1] == 2'b10) ? C_WAIT : C_COUNTING;
            end
        C_WAIT:
            begin
                nextState = (r_delay_counter == 20) ? C_SENDING : C_WAIT;
            end 
        C_SENDING:
            begin
                nextState = C_IDLE;
            end
        default:
            begin
                nextState = C_IDLE;
            end
    endcase
end
always_ff @(posedge clk or posedge reset_n) begin : Counter
    if(reset_n)begin
        r_Counter <= 0;
        triggReg <= 3'b111;
        signalReg <= 0;
        valid <= 0;
        mainState <= C_IDLE;
        DataOut <= 0;
        r_delay_counter <= 0;
    end else begin
    triggReg <= {triggReg[1:0], trigg};
    signalReg <= {signalReg[1:0], signalSendt};
    mainState <= nextState;
    if(done) begin
        valid <= 0;
    end
    case (mainState)
        C_IDLE:
            begin
                r_Counter <= 0;
                r_delay_counter <=0;
            end 
        C_COUNTING:
            begin
                if(signalReg[2:1] != 2'b01)begin
                    r_Counter <= r_Counter + 1;
                    valid <= 0;
                end else begin
                    r_Counter <= 0;
                    valid <= 0;
                end
            end
        C_WAIT:
            begin
                DataOut <= r_Counter;
                r_delay_counter <= r_delay_counter + 1;
            end
        C_SENDING:
            begin
                valid <= 1;
                r_delay_counter <= 0;
            end
        default:
            begin
                r_Counter <= 0;
                valid <= 0;
                triggReg <= 0;
                signalReg <= 0;
                DataOut <= 0;
            end
    endcase
end
end
endmodule
(* keep *) module uart_tx #(parameter int CLKS_PER_BIT = 870) (
 input       i_Clock,
 input       i_reset,
 input       i_Tx_DV,
 input [7:0] i_Tx_Byte, 
 output      o_Tx_Active,
 output reg  o_Tx_Serial,
 output      o_Tx_Done
 );
parameter s_IDLE         = 5'b00001;
parameter s_TX_START_BIT = 5'b00010;
parameter s_TX_DATA_BITS = 5'b00100;
parameter s_TX_STOP_BIT  = 5'b01000;
parameter s_CLEANUP      = 5'b10000;
(* FSM_ENCODING = "ONE-HOT" *) reg [4:0]    r_SM_Main     = 0;
(* keep = "true" *)reg [15:0]    r_Clock_Count = 0;
reg [2:0]    r_Bit_Index   = 0;
reg [7:0]    r_Tx_Data     = 0;
reg          r_Tx_Done     = 0;
reg          r_Tx_Active   = 0;
always @(posedge i_Clock)
  begin
    if(i_reset)begin  
      r_SM_Main <= s_IDLE;
      r_Clock_Count <= 0;
    end else begin
    case (r_SM_Main)
      s_IDLE :
        begin
          o_Tx_Serial   <= 1'b1;          
          r_Tx_Done     <= 1'b0;
          r_Clock_Count <= 0;
          r_Bit_Index   <= 0;
          if (i_Tx_DV == 1'b1)
            begin
              r_Tx_Active <= 1'b1;
              r_Tx_Data   <= i_Tx_Byte;
              r_SM_Main   <= s_TX_START_BIT;
            end
          else
            r_SM_Main <= s_IDLE;
        end  
      s_TX_START_BIT :
        begin
          o_Tx_Serial <= 1'b0;
          if (r_Clock_Count < CLKS_PER_BIT-1)
            begin
              r_Clock_Count <= r_Clock_Count + 1;
              r_SM_Main     <= s_TX_START_BIT;
            end
          else
            begin
              r_Clock_Count <= 0;
              r_SM_Main     <= s_TX_DATA_BITS;
            end
        end  
      s_TX_DATA_BITS :
        begin
          o_Tx_Serial <= r_Tx_Data[r_Bit_Index];
          if (r_Clock_Count < CLKS_PER_BIT-1)
            begin
              r_Clock_Count <= r_Clock_Count + 1;
              r_SM_Main     <= s_TX_DATA_BITS;
            end
          else
            begin
              r_Clock_Count <= 0;
              if (r_Bit_Index < 7)
                begin
                  r_Bit_Index <= r_Bit_Index + 1;
                  r_SM_Main   <= s_TX_DATA_BITS;
                end
              else
                begin
                  r_Bit_Index <= 0;
                  r_SM_Main   <= s_TX_STOP_BIT;
                end
            end
        end  
      s_TX_STOP_BIT :
        begin
          o_Tx_Serial <= 1'b1;
          if (r_Clock_Count < CLKS_PER_BIT-1)
            begin
              r_Clock_Count <= r_Clock_Count + 1;
              r_SM_Main     <= s_TX_STOP_BIT;
            end
          else
            begin
              r_Tx_Done     <= 1'b1;
              r_Clock_Count <= 0;
              r_SM_Main     <= s_CLEANUP;
              r_Tx_Active   <= 1'b0;
            end
        end  
      s_CLEANUP :
        begin
          r_Tx_Done <= 1'b1;
          r_SM_Main <= s_IDLE;
        end
      default :
        r_SM_Main <= s_IDLE;
    endcase
  end
end
assign o_Tx_Active = r_Tx_Active;
assign o_Tx_Done   = r_Tx_Done;
endmodule
(* keep *) module UARTBuffer (
    input valid,
    input clk,
    input [8*20-1:0] dataInn,
    input reset_n,
    output reg done = 0,
    input TX_active,
    input TX_done,
    output  TX_DV,
    output reg [7:0] TX_Byte = 0
);
reg[7:0] byteCounter = 0;
reg[8*20-1:0] r_dataFrame = 0;
localparam B_IDLE = 1'b0;
localparam B_WRITE = 1'b1;
localparam BytesToSend = 20 ;
reg dataReady = 0;
reg mainState = 0; 
logic nextState;
reg lastValid = 0;
reg r_TX_DV = 0;
reg[1:0] r_TxDoneReg = 0;
reg[1:0] r_TxActiveReg = 0;
assign TX_DV = r_TX_DV;
always_comb begin : FSM
    case (mainState)
        B_IDLE:
             nextState = (valid)? B_WRITE : B_IDLE;
        B_WRITE:
            nextState = (TX_done && byteCounter == BytesToSend -1)? B_IDLE : B_WRITE;
        default: 
            nextState = B_IDLE;
    endcase
end
always_ff @(posedge clk or posedge reset_n) begin : UART_Writer
    if(reset_n)begin
        byteCounter <= 0;
        r_dataFrame <= 0;
        r_TX_DV <= 0;
        TX_Byte <= 0;
        mainState <= B_IDLE;
        lastValid <= 0;
        dataReady <= 0;
        r_TxActiveReg <= 0;
        r_TxDoneReg <= 0;
        done <= 0;
    end else begin
    lastValid <= valid;
    mainState <= nextState;
    if(lastValid)begin
        r_dataFrame <= dataInn;
        dataReady <= 1;
    end
    r_TxActiveReg <= {r_TxActiveReg[0], TX_active };
    r_TxDoneReg <= {r_TxDoneReg[0], TX_done};
    case (mainState)
        B_IDLE: 
            begin
                done <= 0;
                r_dataFrame <= 0;
                byteCounter <= 0;
                r_TX_DV <= 0;
                TX_Byte <= 0;
                dataReady <= 0;
            end
        B_WRITE:
            begin
                if((r_TxActiveReg == 2'b10) && (r_TxDoneReg == 2'b01))begin
                    byteCounter <= byteCounter + 1;
                    r_TX_DV <= 0;
                end
                if(dataReady)begin
                    if(~TX_active && TX_done)begin
                        r_TX_DV <= 0;
                    end else begin
                        r_TX_DV <= 1;
                        TX_Byte <= r_dataFrame[(BytesToSend -1 - byteCounter) * 8 +: 8];
                    end
                end else begin
                    TX_Byte <= 0;
                    r_TX_DV <= 0;
                end
                if(~TX_active && TX_done && (byteCounter == BytesToSend -1))begin
                    done <= 1;
                    r_TX_DV <= 0;
                end
            end
        default: 
            begin
                r_dataFrame <= 0;
                byteCounter <= 0;
                r_TX_DV <= 0;
                TX_Byte <= 0;
                dataReady <= 0;
            end
    endcase
end
end
endmodule
module top(
    input clk,
    input trigg_1,
    input trigg_2,
    input trigg_3,
    input trigg_4,
    input signalSendt,
    input reset_n,
    output o_Tx,
    output tx_led,
    output reset_led
);
parameter c_CLKS_PER_BIT = 868;
wire tx_led;
logic l_Tx;
logic [31:0] data_1;
logic [31:0] data_2;
logic [31:0] data_3;
logic [31:0] data_4;
logic [8*20-1:0] mainDataLine;
logic l_valid_1, l_valid_2, l_valid_3, l_valid_4;
logic comb_valid;
logic l_TX_active;
logic l_TX_done;
logic l_TX_DV;
logic[7:0] l_TX_Byte;
logic done;
CounterModule count_1(
    .signalSendt(signalSendt),
    .trigg(trigg_1),
    .clk(clk),
    .reset_n(reset_n),
    .done(done),
    .DataOut(data_1),
    .valid(l_valid_1)
);
CounterModule count_2(
    .signalSendt(signalSendt),
    .trigg(trigg_2),
    .clk(clk),
    .reset_n(reset_n),
    .done(done),
    .DataOut(data_2),
    .valid(l_valid_2)
);
CounterModule count_3(
    .signalSendt(signalSendt),
    .trigg(trigg_3),
    .clk(clk),
    .reset_n(reset_n),
    .done(done),
    .DataOut(data_3),
    .valid(l_valid_3)
);
CounterModule count_4(
    .signalSendt(signalSendt),
    .trigg(trigg_4),
    .clk(clk),
    .reset_n(reset_n),
    .done(done),
    .DataOut(data_4),
    .valid(l_valid_4)
);
DataCombiner comb(
    .dataInn_1(data_1),
    .dataInn_2(data_2),
    .dataInn_3(data_3),
    .dataInn_4(data_4),
    .valid_1(l_valid_1),
    .valid_2(l_valid_2),
    .valid_3(l_valid_3),
    .valid_4(l_valid_4),
    .clk(clk),
    .reset_n(reset_n),
    .dataOut(mainDataLine),
    .valid(comb_valid)
);
UARTBuffer buffer(
    .clk(clk),
    .valid(comb_valid),
    .dataInn(mainDataLine),
    .reset_n(reset_n),
    .done(done),
    .TX_active(l_TX_active),
    .TX_done(l_TX_done),
    .TX_DV(l_TX_DV),
    .TX_Byte(l_TX_Byte) 
);
uart_tx #(.CLKS_PER_BIT(c_CLKS_PER_BIT))uart(
    .i_Clock(clk),
    .i_Tx_DV(l_TX_DV),
    .i_Tx_Byte(l_TX_Byte),
    .i_reset(reset_n),
    .o_Tx_Active(l_TX_active),
    .o_Tx_Serial(l_Tx),
    .o_Tx_Done(l_TX_done)
);
assign reset_led = reset_n;
assign o_Tx = l_Tx;
assign tx_led = l_Tx;
endmodule
module uart_rx (
 input        i_Clock,
 input        i_Rx_Serial,
 output       o_Rx_DV,
 output [7:0] o_Rx_Byte
 );
parameter CLKS_PER_BIT = 868;
parameter s_IDLE         = 3'b000;
parameter s_RX_START_BIT = 3'b001;
parameter s_RX_DATA_BITS = 3'b010;
parameter s_RX_STOP_BIT  = 3'b011;
parameter s_CLEANUP      = 3'b100;
reg           r_Rx_Data_R = 1'b1;
reg           r_Rx_Data   = 1'b1;
reg [15:0]     r_Clock_Count = 0;
reg [2:0]     r_Bit_Index   = 0;  
reg [7:0]     r_Rx_Byte     = 0;
reg           r_Rx_DV       = 0;
reg [2:0]     r_SM_Main     = 0;
always @(posedge i_Clock)
  begin
    r_Rx_Data_R <= i_Rx_Serial;
    r_Rx_Data   <= r_Rx_Data_R;
  end
always @(posedge i_Clock)
  begin
    case (r_SM_Main)
      s_IDLE :
        begin
          r_Rx_DV       <= 1'b0;
          r_Clock_Count <= 0;
          r_Bit_Index   <= 0;
          if (r_Rx_Data == 1'b0)           
            r_SM_Main <= s_RX_START_BIT;
          else
            r_SM_Main <= s_IDLE;
        end
      s_RX_START_BIT :
        begin
          if (r_Clock_Count == (CLKS_PER_BIT-1)/2)
            begin
              if (r_Rx_Data == 1'b0)
                begin
                  r_Clock_Count <= 0;   
                  r_SM_Main     <= s_RX_DATA_BITS;
                end
              else
                r_SM_Main <= s_IDLE;
            end
          else
            begin
              r_Clock_Count <= r_Clock_Count + 1;
              r_SM_Main     <= s_RX_START_BIT;
            end
        end  
      s_RX_DATA_BITS :
        begin
          if (r_Clock_Count < CLKS_PER_BIT-1)
            begin
              r_Clock_Count <= r_Clock_Count + 1;
              r_SM_Main     <= s_RX_DATA_BITS;
            end
          else
            begin
              r_Clock_Count          <= 0;
              r_Rx_Byte[r_Bit_Index] <= r_Rx_Data;
              if (r_Bit_Index < 7)
                begin
                  r_Bit_Index <= r_Bit_Index + 1;
                  r_SM_Main   <= s_RX_DATA_BITS;
                end
              else
                begin
                  r_Bit_Index <= 0;
                  r_SM_Main   <= s_RX_STOP_BIT;
                end
            end
        end  
      s_RX_STOP_BIT :
        begin
          if (r_Clock_Count < CLKS_PER_BIT-1)
            begin
              r_Clock_Count <= r_Clock_Count + 1;
              r_SM_Main     <= s_RX_STOP_BIT;
            end
          else
            begin
              r_Rx_DV       <= 1'b1;
              r_Clock_Count <= 0;
              r_SM_Main     <= s_CLEANUP;
            end
        end  
      s_CLEANUP :
        begin
          r_SM_Main <= s_IDLE;
          r_Rx_DV   <= 1'b0;
        end
      default :
        r_SM_Main <= s_IDLE;
    endcase
  end   
assign o_Rx_DV   = r_Rx_DV;
assign o_Rx_Byte = r_Rx_Byte;
endmodule  
==> flow/run.sh <==
#!/bin/bash
# OpenROAD 26Q1-2900-gdf79404cd8, Yosys 0.63+post, stock flow scripts
make -C /OpenROAD-flow-scripts/flow DESIGN_CONFIG=/design/flow/config.mk WORK_HOME=/design/flow/orfs finish
==> flow/config.mk <==
export PLATFORM = sky130hd
export DESIGN_NAME = UARTBuffer
export DESIGN_NICKNAME = UARTBuffer
export VERILOG_FILES = /design/flow/design.v
export SDC_FILE = /design/flow/constraint.sdc
export NUM_CORES = 4
export LEC_CHECK = 1
export CORE_UTILIZATION = 50
==> flow/constraint.sdc <==
current_design UARTBuffer

set clk_period 17.6
set clk_io_pct 0.2

create_clock -name clk0 -period $clk_period [get_ports {clk}]

set non_clock_inputs [all_inputs -no_clocks]
set_input_delay [expr $clk_period * $clk_io_pct] -clock clk0 $non_clock_inputs
set_output_delay [expr $clk_period * $clk_io_pct] -clock clk0 [all_outputs]
==> results.txt <==
Physical design

The area of the placeable core stands at 18,000 um^2. Hold repair after CTS inserted 0 buffers. The synthesis report lists the most area-consuming cells as dfrtp_1, mux2i_1, nor2b_1. The data required time at the worst endpoint stands at around 18 ns. Setup repair after global routing left no endpoint under its margin. The number of antenna violations at the first check in global routing stands at 1.

The worst hold path begins at r_TxActiveReg[0]. The count of boundary I/O pins stands at 175. After synthesis the cells add up to 9220 um^2.

For this run, the detailed router's first-pass iteration total came to 5. The global route stage reports its total congestion overflow as 0. The synthesis run shows the most used standard cells to be dfrtp_1, nor2b_1, mux2i_1. In this run the mean area of a mapped cell was 12.8 um^2. In the Yosys report, the sequential cells make up 50.2% of the chip area.

The stage-log warning count stands at 30. The total routing resource utilization after global routing stands at 23.9%. The final instance count without filler cells stands at 1,115. The depth of the CTS H-tree stands at 4. The global placement routability congestion stands at 0.847. Pins over their slew limit in the final report were tallied at 0.

Before CTS, the worst setup slack after placement is ~12 ns. In this run, distinct cell masters in the synthesized netlist total 35. The aggregate routed wire length stands at 20,800 um.

The violation count after the first detailed-routing iteration stands at 306. The sequential cell area in the final layout stands at 4640 um^2. Clock skew on the completed layout was measured at between 0.007 and 0.008 ns. The total of warnings raised by yosys stands at 1. The first-pass GRT wire length stands at 32,400 um. In this run the vertical extent of the chip is 138 um. The critical-path maximum fanout stands at ~66. The routed design uses 9480 um of met2 wire. The half-perimeter wire length after detailed placement stands at 14,000 um. The final cycle utilization of the critical path stands at between 30% and 40%. The pin slew with the least headroom to its limit stands at 1.06 ns. The via count of the first global-routing pass stands at 6,048. The clock tree buffer depth stands at 2. The cell count after synthesis stands at a little over 700. The detail-routed net length per standard cell stands at ~19 um. Per the layout report, the design carries 1,349 filler cells.

For this design the static power due to leakage is ~5.1 nW. The total power per unit cell area stands at about 110 nW/um^2. STA classifies the critical path endpoint as an async pin. The end-of-flow timing check tallies setup violations at 0. For the worst-skew pair, the clock arrives at the later sink with an insertion delay of between 0.4 and 0.5 ns. The run finished with clean final reports. The setup TNS stands at 0 ns. The pin count of the biggest net entering global routing stands at 104. The max-cap violation count stands at 0. In this run the post-CTS setup repair buffer count came out at 0.

The worst setup path is of the in2async kind. Cells with a size suffix above 1 make up ~7.5% of the layout. Post-synthesis, Yosys gives the total cell area as 9220 um^2. Tracing the worst setup path back leads to its startpoint at reset_n. The floorplan die width stands at about 140 um. In this run the critical register-to-register path is launched from byteCounter[2].

Summed over all instances, the cell type with the most area after synthesis is dfrtp_1. The layout-stage area growth over the synthesis result stands at 26.6%. The final critical-path required period stands at 5.41 ns. Yosys mapped a number of flops with a built-in enable equal to 0. TritonCTS built the clock tree. The tree is rooted in a clkbuf_16. The area of the chip stands at 19,000 um^2.

Yosys instantiated no cell more often than dfrtp_1. In this run the tool buffered the top-level ports with roughly 170 buffer cells. The DRC violation total left in the routed layout is recorded as 0. In the synthesized netlist the async set-or-reset flop fraction comes to around 100%.

The worst-case headroom to the max-slew limit stands at a little over a quarter. The number of routed nets with antenna violations stands at 0. STA puts the critical path data arrival time at about 5.9 ns. Note that the worst hold path type here is reg2reg.

The worst setup path is launched from a primary input. In the Yosys report the total cell count is 723. The post-detailed-route via-to-cell ratio stands at 5.33.

In this run, CTS created clock tree buffers numbering 17. The total clock sinks stands at 185. The routed via count stands at 5,946. The effective utilization at floorplan stands at 51.1%. Including well taps, the total number of placed cells is 1,083. Per the final timing report, the hold violations number 0. The cell resize tally after clock tree synthesis stands at 0.

The top cell type by area accounts for around 50% of the synthesized area. The number of placement rows stands at 49. The highest clock rate this design can be run at is 0.185 GHz.

The final worst slack stands at 12.19 ns. In the synthesized netlist the dominant register cell turns out to be dfrtp_1. The area of the multi-input gates stands at ~4300 um^2. The register bit total from synthesis stands at about 190.

Per the detail_route log, met3 wirelength is between 1000 and 1500 um. In the CTS report, the clock slew at the register clock pins of the worst setup and hold paths is listed as 0.07 ns. The wire length on met1 stands at 9710 um.

The overall power of the completed layout stands at 1.32 mW. The highest metal layer carrying signal wires in the routed design is met5. In this run the VDD rail shows a maximum IR drop of between 0.07 and 0.08 mV.
==> sequential cells by signal, indices dropped and copies added (netlist names) <==
name	cells
dataReady	1
TX_Byte	8
r_TxDoneReg	2
byteCounter	8
done	1
r_TxActiveReg	2
mainState	1
r_TX_DV	1
r_dataFrame	160
lastValid	1
==> cells in the final DEF, fill, tap and decap left out, types with 9 or more instances in the layout <==
cell type        instances
clkdlybuf4s50_1        174
mux2i_1                169
clkbuf_16               17
dfrtp_1                181
inv_1                   11
mux4_2                  12
nand2_1                 12
mux4_1                  21
a21oi_1                  9
buf_4                   11
nor2b_1                177
==> per-stage QoR <==
step                      instance area (um^2)  utilization [%]  hold slack, ns
after global routing                     11700             64.7           0.387
after floorplan                           9220                -           0.346
after global placement                   11100             61.5           0.357
final                                    11700             64.8           0.372
after detailed placement                 11100             61.5           0.359
after CTS                                11700             64.7           0.375
==> final cells by class <==
cell class	instances	area share, %
multi-input combinational	472	36.7
tap	229	2.45
inverter	12	0.450
antenna	1	0.0214
timing repair buffer	185	15.6
clock inverter	11	1.18
clock buffer	20	3.83
sequential	185	39.7
==> final timing paths <==
kind,to,slack [ns],cells past startpoint
setup / recovery,r_dataFrame[88],12.19,4
hold / removal,r_TxActiveReg[1],0.37,0
setup reg to reg,TX_Byte[5],14.46,7
hold reg to reg,r_TxActiveReg[1],0.37,0
max in group clk0,TX_Byte[0],12.81,1
min in group asynchronous,r_dataFrame[0],3.54,2
==> layer usage <==
layer | global-route usage [%] | vias to the layer above
met3 | 6.08 | 15
met2 | 34.7 | 165
li1 | - | 2848
met5 | 0 | -
met4 | 2.84 | 2
met1 | 40.0 | 2916
==> worst max-delay path, stage by stage <==
cell	delay, ns
clkdlybuf4s50_1	0.49
inv_8	0.38
buf_4	0.73
buf_4	0.70
==> logic make-up after synthesis <==
group	count (synthesis)	share of synthesized area [%]
and+or+nand+nor	213	14.1
muxes	210	28.2
DFF	185	50.2
buffers and inverters	66	3.33
AOI/OAI and AO/OA	37	2.88
xor gates and xnor gates	9	0.855
adders and majority gates	3	0.407
==> power by group <==
part           leakage, nW  total (mW)  switching [mW]  internal (mW)
Clock                0.276       0.381           0.165          0.215
Sequential            2.18       0.523          0.0453          0.478
Combinational         2.63       0.416           0.199          0.217
Total                 5.08        1.32           0.409          0.910
Power and IR drop assume default switching activity.
